==> design/flow/design.v <==
module ADC128S022_DRIVER (input clk_in, start_convert, reset, ADC_SDAT,
								  output reg ADC_SCLK, ADC_CS_N, ADC_SADDR,
								  output reg [15:0] data_out,
								  output reg process_flg
								  );
parameter divider_clk = 16;						 
parameter quantity_clk = 16;
reg [7:0] state;	
reg [7:0] next_state;
localparam IDLE 							= 8'd0;
localparam START							= 8'd1;
localparam START_GENERATE				= 8'd2;
localparam REVERSE_CLK              = 8'd3;
localparam STOP							= 8'd4;
reg [7:0] cnt;
reg [7:0] cnt_quantity_clk;
initial begin
	ADC_SCLK <= 1'b1;
	ADC_CS_N <= 1'b1;
	ADC_SADDR <= 1'b0; 
	state <= 1'b0;	
	next_state <= 1'b0;
	process_flg <= 1'b0;
	cnt <= 1'b0;
	cnt_quantity_clk <= 1'b0;	
	data_out <= 1'b0;
end		
always @* 	
		case (state)
			IDLE:
				if (start_convert == 1'b1) begin
					next_state <= START;
				end
				else begin
					next_state <= IDLE;
				end
			START:	
				if (cnt == divider_clk) begin
					next_state <= START_GENERATE;
				end
				else begin
					next_state <= START;
				end
			START_GENERATE:
				if (cnt == divider_clk) begin
					next_state <= REVERSE_CLK;
				end
				else begin
					next_state <= START_GENERATE;
				end
			REVERSE_CLK:
				if (cnt == divider_clk && cnt_quantity_clk < quantity_clk) begin
					next_state <= START_GENERATE;
				end
				else if (cnt == divider_clk && cnt_quantity_clk == quantity_clk) begin
					next_state <= STOP;
				end
				else begin
					next_state <= REVERSE_CLK;
				end
			STOP:
				if (state == STOP) begin
					next_state <= IDLE;
				end
				else begin
					next_state <= STOP;
				end
			default:
				next_state <= IDLE;
		endcase
always @(posedge clk_in) begin
	if (start_convert == 1'b1) begin
		process_flg <= 1'b1;
	end
	if (state == START) begin
		ADC_CS_N <= 1'b0;
		ADC_SADDR <= 1'b0;		
	end
	if (process_flg == 1'b1) begin			
		cnt <= cnt + 1'b1;
	end
	if (cnt == divider_clk) begin
		cnt <= 1'b0;
	end
	if (state == START_GENERATE) begin
		ADC_SCLK <= 1'b0;
	end
	if (state == REVERSE_CLK) begin
		ADC_SCLK <= 1'b1;
	end
	if (state == STOP) begin
		process_flg <= 1'b0;				
		ADC_CS_N <= 1'b1;	
		cnt <= 1'b0;
	end
end	
always @(posedge ADC_SCLK or negedge process_flg) begin		
	if (!process_flg) begin														
		cnt_quantity_clk <= 1'b0;
	end
	else begin
		cnt_quantity_clk <= cnt_quantity_clk + 1'b1;
		data_out <=  {data_out[15:0], ADC_SDAT};
	end
end
always @(posedge clk_in or negedge reset) begin 
	if(!reset) begin
		state <= IDLE;
	end
	else begin
		state <= next_state;
	end
end		
endmodule
module UART_Tx (input clk_Tx, TX_LAUNCH, reset,							 
					 input [7:0] data_in,
					 output reg UART_clk,		
					 output reg	Tx_out,
					 output reg transmit_flg					 
					 );
parameter Fclk = 50 * 1000000;			
parameter Fuart = 2400;		 
parameter divider	= Fclk / Fuart; 
reg [7:0] state;	
reg [7:0] next_state;
reg [7:0] state_cnt;
localparam IDLE 							= 8'd0;
localparam START_BIT						= 8'd1;
localparam SET_DATA_BIT					= 8'd2;
localparam DEC_BIT_CNT					= 8'd3;
localparam STOP_TRANSMIT				= 8'd4;
initial transmit_flg <= 1'b0;
reg [24:0] cnt;
initial cnt <= 1'b0;	
reg [7:0] bit_cnt;
initial bit_cnt <= 8'd0;
initial Tx_out <= 1'b1;
always @* 	
		case (state)
			IDLE:
				if (TX_LAUNCH == 1'b0 && transmit_flg == 1'b0) begin
					next_state <= START_BIT;
				end
				else begin
					next_state <= IDLE;
				end
			START_BIT:	
				if (cnt == divider) begin
					next_state <= SET_DATA_BIT;
				end
				else begin
					next_state <= START_BIT;
				end
			SET_DATA_BIT:	
				if (cnt == divider) begin
					next_state <= DEC_BIT_CNT;
				end
				else begin
					next_state <= SET_DATA_BIT;
				end				
			DEC_BIT_CNT:
				if (bit_cnt == 8'd7) begin
					next_state <= STOP_TRANSMIT;
				end
				else begin
					next_state <= SET_DATA_BIT;
				end
			STOP_TRANSMIT:
				if (cnt == divider) begin
					next_state <= IDLE;
				end
				else begin
					next_state <= STOP_TRANSMIT;
				end
			default:
				next_state <= IDLE;
		endcase
always @(posedge clk_Tx) begin
	if (TX_LAUNCH == 1'b0) begin
		transmit_flg <= 1'b1;
	end
	if (transmit_flg == 1'b1) begin
		cnt <= cnt + 1'b1;
	end
	if (cnt == divider) begin
		cnt <= 1'b0;
	end
	if (state == IDLE) begin
		cnt <= 1'b0;
		transmit_flg <= 1'b0;
		bit_cnt <= 1'b0;
		Tx_out <= 1'b1;
	end
	if (state == START_BIT) begin
		Tx_out <= 1'b0;
	end
	if (state == SET_DATA_BIT) begin
		Tx_out <= data_in[bit_cnt];
	end
	if (state == DEC_BIT_CNT) begin
		bit_cnt <= bit_cnt + 1'b1;
	end
	if (state == STOP_TRANSMIT) begin
		Tx_out <= 1'b1;
	end
end	
always @(posedge clk_Tx or negedge reset) begin 
	if(!reset) begin
		state <= IDLE;
	end
	else begin
		state <= next_state;
	end
end		
endmodule
module main
				#(
				  parameter gate_width = 10,
				  parameter MMa_width = 5
				 )
				 (
				  input logic clk, start_read, reset, ADC_SDAT,
				  output logic iv_hold, iv_reset,
				  output logic [gate_width:0] gate, 
				  output logic [MMa_width - 1:0] M, Ma,
				  output logic ADC_SCLK, ADC_CS_N, ADC_SADDR, Tx_out,
				  output logic [7:0] LED
				 );				 
parameter delay_launch_module	= 5;											 
parameter reset_time 			= 100;
parameter accumulation_time 	= 100;
parameter iv_hold_time 			= 10;
parameter iv_reset_time			= 10;
logic [15:0] data_from_ADC;	
logic start_convert; 
logic ADC_process;	
logic TX_LAUNCH;
logic UART_TX_process;
logic [7:0] state;	
logic [7:0] next_state;
localparam IDLE 							= 8'd0;
localparam START_READ					= 8'd1;
localparam ACCUMULATION					= 8'd2;
localparam SELECT_PIXEL					= 8'd3;
localparam IV_HOLD						= 8'd4;
localparam ADC								= 8'd5;
localparam UART_TRANSMIT				= 8'd6;
localparam IV_RESET						= 8'd7;
localparam RESET_SENSOR					= 8'd8;
logic process_flg;
logic [12:0] reset_cnt;
logic [12:0] accum_cnt;
logic [12:0] row_cnt;
logic [12:0] column_cnt;
logic [12:0] iv_hold_cnt;
logic [12:0] iv_reset_cnt;
logic [7:0]  adc_cnt;
logic [7:0]	 uart_cnt;
assign LED[0] = process_flg;
assign LED[1] = ~Tx_out;
initial begin
	process_flg = 1'b0;
	gate <= {gate_width + 1{1'b1}};			 
	M 	  <= {MMa_width {1'b1}};				 
	Ma   <= {MMa_width {1'b1}};
	iv_reset 	<= 1'b0;
	iv_hold		<= 1'b1;
	iv_hold_cnt 	<= 1'b0;
	iv_reset_cnt 	<= 1'b0;
	reset_cnt	<= 1'b0;
	accum_cnt 	<= 1'b0;
	row_cnt 		<= 1'b0;
	column_cnt 	<= 1'b0;
	start_convert <= 1'b0;
	TX_LAUNCH	  <= 1'b1;
end		
always @* 	
		case (state)
			IDLE:	
				if (process_flg == 1'b1) begin
					next_state <= START_READ;
				end
				else begin
					next_state <= IDLE;
				end
			START_READ:
				if (state == START_READ) begin
					next_state <= ACCUMULATION;
				end
				else begin
					next_state <= START_READ;
				end	
			ACCUMULATION:	
				if (state == ACCUMULATION && accum_cnt == accumulation_time) begin
					next_state <= SELECT_PIXEL;
				end
				else begin
					next_state <= ACCUMULATION;
				end
			SELECT_PIXEL:	
				if (state == SELECT_PIXEL) begin
					next_state <= IV_HOLD;
				end
				else begin
					next_state <= SELECT_PIXEL;
				end
			IV_HOLD:
				if (iv_hold_cnt == iv_hold_time) begin
					next_state <= ADC;
				end
				else if (gate == {1'b1, {gate_width{1'b0}}}) begin
					next_state <= RESET_SENSOR;
				end
				else begin
					next_state <= IV_HOLD;
				end				
			ADC:	
				if (adc_cnt >= 7'd5 && ADC_process == 1'b0) begin
					next_state <= UART_TRANSMIT;
				end
				else begin
					next_state <= ADC;
				end
			UART_TRANSMIT:	
				if (uart_cnt >= 7'd5 && UART_TX_process == 1'b0) begin
					next_state <= IV_RESET;
				end
				else begin
					next_state <= UART_TRANSMIT;
				end
			IV_RESET:
				if (iv_reset_cnt == iv_reset_time) begin
					next_state <= SELECT_PIXEL;
				end
				else begin
					next_state <= IV_RESET;
				end	
			RESET_SENSOR:
				if (state == RESET_SENSOR && reset_cnt == reset_time) begin
					next_state <= IDLE;
				end
				else begin
					next_state <= RESET_SENSOR;
				end
			default:
				next_state <= IDLE;
		endcase
always @(posedge clk) begin
	if (state == IDLE) begin
		start_convert <= 1'b0;
		TX_LAUNCH	  <= 1'b1;
		gate <= {gate_width + 1{1'b1}};		 
		M 	  <= {MMa_width {1'b1}};			 
		Ma   <= {MMa_width {1'b1}};
		iv_reset 	<= 1'b0;
		iv_hold		<= 1'b1;
		iv_hold_cnt 	<= 1'b0;
		iv_reset_cnt 	<= 1'b0;
		accum_cnt 	<= 1'b0;
		reset_cnt 	<= 1'b0;
		row_cnt 		<= 1'b0;
		column_cnt 	<= 1'b0;
	end
	if (start_read == 1'b0) begin
		process_flg <= 1'b1;
	end
	if (state == START_READ) begin
		iv_reset <= 1'b1;
	end
	if (state == ACCUMULATION) begin
		accum_cnt <= accum_cnt + 1'b1;
		gate <= {gate_width + 1{1'b0}};			 
		M 	  <= {MMa_width {1'b0}};				 
		Ma   <= {MMa_width {1'b0}};
	end
	if (accum_cnt == accumulation_time) begin
		accum_cnt <= 1'b0;
	end
	if (state == SELECT_PIXEL) begin
		iv_reset 	<= 1'b1;
		iv_hold		<= 1'b0;
		if (Ma == 1'b0) begin
			Ma <= Ma + 1'b1;
			M <= M + 1'b1;
			gate <= gate + 1'b1;
		end
		if (Ma != 1'b0) begin
			Ma <= Ma << 1;
		end
		if (Ma == {1'b1, {MMa_width - 1{1'b0}}}) begin			
			Ma   <= {{MMa_width - 1{1'b0}}, {1'b1}};														
			M 		<= M 	<< 1;
		end
		if (M == {1'b1, {MMa_width - 1{1'b0}}} && Ma == {1'b1, {MMa_width - 1{1'b0}}}) begin
			M 	  <= {{MMa_width - 1{1'b0}}, {1'b1}};
			gate <= gate << 1;
		end
	end
	if (state == IV_HOLD) begin
		iv_reset 	<= 1'b1;
		iv_hold		<= 1'b0;
		iv_hold_cnt <= iv_hold_cnt + 1'b1;
	end
	if (iv_hold_cnt == iv_hold_time) begin
		iv_hold_cnt <= 1'b0;
	end
	if (state == ADC && adc_cnt < delay_launch_module) begin
		start_convert <= 1'b1;
		adc_cnt <= adc_cnt + 1'b1;
	end
	if (adc_cnt == delay_launch_module) begin
		start_convert <= 1'b0;
	end
	if (state != ADC) begin
		adc_cnt <= 1'b0;
	end
	if (state == UART_TRANSMIT && uart_cnt < delay_launch_module) begin
		iv_reset 	<= 1'b0;
		iv_hold		<= 1'b1;
		uart_cnt <= uart_cnt + 1'b1;
		TX_LAUNCH 	<= 1'b0;
	end	
	if (uart_cnt == delay_launch_module) begin
		TX_LAUNCH 	<= 1'b1;
	end
	if (state != UART_TRANSMIT) begin
		uart_cnt <= 1'b0;
	end
	if (state == IV_RESET) begin
		iv_reset 	<= 1'b0;
		iv_hold		<= 1'b1;
		iv_reset_cnt <= iv_reset_cnt + 1'b1;
	end
	if (iv_reset_cnt == iv_reset_time) begin
		iv_reset_cnt <= 1'b0;
	end
	if (state == RESET_SENSOR) begin
		gate <= {gate_width + 1{1'b1}};			 
		M 	  <= {MMa_width {1'b1}};				 
		Ma   <= {MMa_width {1'b1}};
		iv_reset 	<= 1'b0;
		iv_hold		<= 1'b1;
		reset_cnt <= reset_cnt + 1'b1;
	end
	if (reset_cnt == reset_time) begin
		reset_cnt <= 1'b0;
		process_flg <= 1'b0;
	end
end	
always @(posedge clk or negedge reset) begin 
	if(!reset) begin
		state <= IDLE;
	end
	else begin
		state <= next_state;
	end
end		
ADC128S022_DRIVER ADC1 		(.clk_in(clk), .start_convert(start_convert), .reset(reset), .process_flg(ADC_process),
									 .ADC_SDAT(ADC_SDAT), .ADC_SCLK(ADC_SCLK), .ADC_CS_N(ADC_CS_N), 
									 .ADC_SADDR(ADC_SADDR), .data_out(data_from_ADC));
UART_Tx UART_Tx  				(.clk_Tx(clk), .TX_LAUNCH(TX_LAUNCH), .reset(reset), .data_in(data_from_ADC[11:4]), 
									 .Tx_out(Tx_out), .transmit_flg(UART_TX_process));
endmodule
==> design/flow/run.sh <==
#!/bin/bash
# OpenROAD 26Q1-2900-gdf79404cd8, Yosys 0.63+post, stock flow scripts
make -C /OpenROAD-flow-scripts/flow DESIGN_CONFIG=/design/flow/config.mk WORK_HOME=/design/flow/orfs finish
==> design/flow/config.mk <==
export PLATFORM = sky130hd
export DESIGN_NAME = main
export DESIGN_NICKNAME = main
export VERILOG_FILES = /design/flow/design.v
export SDC_FILE = /design/flow/constraint.sdc
export NUM_CORES = 4
export LEC_CHECK = 1
export CORE_UTILIZATION = 50
==> design/flow/constraint.sdc <==
current_design main

set clk_period 4.3
set clk_io_pct 0.2

create_clock -name clk0 -period $clk_period [get_ports {clk}]

set non_clock_inputs [all_inputs -no_clocks]
set_input_delay [expr $clk_period * $clk_io_pct] -clock clk0 $non_clock_inputs
set_output_delay [expr $clk_period * $clk_io_pct] -clock clk0 [all_outputs]
==> run summary <==
Status: complete, no violations
Endpoints left unconstrained: 32
Synth Seq Share: 45.6%
FP Rows: 47
OpenROAD warnings: 39
Worst clock skew: 10.3 ps
Fillers: 1,373
FP Core Util: 51.2%
Crit path cell chain: clkdlybuf4s50_1
CP delay by family, top: flip-flops
Final setup fails: 0
Yosys top cell by area: dfxtp_1
Power density over cell area: 308 nW/µm²
Final ANT Viol Nets: 0
Worst path buffer plus inverter count: 1
Number of enable flip-flop cells: 20
RSZ-0062 raised after global routing: false
Vias in the first global route: 6,226
Total CTS buffers: 17
Cells after synthesis: 939
Clk latency late pin: 410 ps
Detailed-placement wirelength estimate: 11,200 µm
Crit path kind: flip-flop to output pin
Area leader share: 31.1%
Cell Type Count: 65
Met2 GRT Util: 31.3%
Clk network pwr share: 49.7%
Top Usage Layer GRT: met1
Crit path max fanout: 22
Crit path max-delay cell type: dfxtp_1
Worst-Margin Slew: 856 ps
Die Wd: 132 µm
Slew Viols, Final: 0
Most numerous logic cells after layout: dfxtp_1, nor2_1, nand2_1, o21ai_0, inv_1
Vias post-DR: 6,716
Pin count of the biggest net entering global routing: 35
Antenna violations before repair: 0
RePlAce Congestion: 0.838
Cells in synth_stat.txt: 939
Worst VDD drop: 0.000272 V
Register area: 3870 µm²
Count of unclocked register or latch pins: 20
P&R area growth vs syn: 12.2%
Number of max-cap violations: 0
GRT Resource Usage Total: 20.5%
Hold Path Class: flip-flop to flip-flop
Switching Fraction: 19.2%
Worst path max stage delay: 670 ps
DRT iter0 DRCs: 341
CP startpoint kind: flip-flop
Tmin final: 2510 ps
Pleak: 3.67 nW
TritonRoute pass-1 iters: 7
Slew Limit Headroom: 42.1%
Top cell excl fill/tap: dfxtp_1
Combinational share of power: 0.2%
Post-CTS setup repair buffer count: 0
CP endpoint kind: output pin
DRC: 0
Die ar.: 17,500 µm²
CTS tree: done
YS chip area: 8490 µm²
IO Port Bufs: 31
Ys flops: 177
Setup TNS: 0 ps
Critical path required time: 3440 ps
Routing usage on met3: 3.26%
Wire length of the first global-routing pass: 29,100 µm
Final hold viol count: 0
Yosys warning count: 9
Total number of H-tree levels: 4
Max clock buf depth: 2
Core Area: 16,600 µm²
Reg2reg setup slack: 2080 ps
Post-DR wirelength/cell: 14.0 µm
Final worst path period share: 58.3%
Fmax achieved: 399 MHz
Synth Flop Type: dfxtp_1
Internal cell power: 2.37 mW
Synth Cell Area: 8490 µm²
GRT overflow: 0
CTS Hold Bufs: 0
GRT met1 Usage: 33.1%
Post-CTS resize count: 0
Chip Height: 132 µm
Sw power: 0.563 mW
Register share of total power: 50.1%
# IOs: 39
Gate Area: 4240 µm²
Worst-path clk slew: 60 ps
Final core occ: 57.4%
Final wirelength: 16,600 µm
Top cells by area: dfxtp_1, edfxtp_1, dfrtp_1
Number of diodes: 0
Data arrival time of the critical path: 1650 ps
Share of cells above drive strength 1: 5.36%
Mean Syn Cell Area: 9.04 µm²
Clock root cell: clkbuf_16
Async set-reset flop share out of synthesis: 14.1%
Vias per cell: 5.64
-- per-stage QoR --
stage | hold WS (ps) | worst slack (ps) | power [mW] | instances | area (µm²)
6_report | 456 | 1790 | 2.93 | 1191 | 9520
5_1_grt | 484 | 1660 | 3.03 | 1191 | 9520
4_1_cts | 461 | 1740 | 2.97 | 1191 | 9520
3_5_place_dp | 442 | 2130 | 1.51 | 1160 | 8950
3_3_place_gp | 434 | 2230 | 1.51 | 1160 | 8950
2_1_floorplan | 420 | 2410 | 1.50 | 945 | 8510
-- cells in the mapped netlist, types with 4 or more instances --
cell	number
a211oi_1	5
inv_1	54
nor4b_1	9
nand4_1	29
a21oi_1	44
or2_2	6
dfrtp_1	23
o21ai_0	58
o311ai_0	4
nand3_1	43
nor3_1	19
or3_1	21
clkbuf_1	29
and4_1	13
xnor2_1	19
a22o_1	4
mux2i_1	19
o2111ai_1	5
nand2_1	68
buf_1	5
and2_1	11
o31ai_1	14
nor4_1	17
o211ai_1	11
nand2b_1	7
xor2_1	31
dfxtp_1	132
ha_1	27
or4_1	10
nor2b_1	8
and3_1	23
nor2_1	84
nor3b_1	7
buf_4	8
edfxtp_1	20
-- sequential cells by signal (all words and copies together), names as in the netlist, 9 cells and up --
| name | cells |
|---|---|
| accum_cnt | 13 |
| gate | 11 |
| UART_Tx.cnt | 25 |
| iv_hold_cnt | 13 |
| ADC1.data_out | 12 |
| iv_reset_cnt | 13 |
| reset_cnt | 13 |
| state | 9 |
-- metal layers --
layer  share of wire [%]  vias to the layer above
li1                    -                     3412
met3                 3.7                       10
met4                0.73                        0
met1                  51                     3179
met2                  44                      115
met5                   0                        -
-- power groups by stage --
stage / Clock (mW) / Sequential [mW] / Combinational, mW
final: 1.46 / 1.47 / 0.00681
after global routing: 1.56 / 1.47 / 0.00796
after CTS: 1.50 / 1.47 / 0.00719
-- final timing paths --
kind / endpoint / cells after the start / from
max: ADC_SCLK / 1 / ADC1.ADC_SCLK$_SDFFE_PN1P_
min: adc_cnt[7]$_SDFFE_PP0P_ / 1 / adc_cnt[7]$_SDFFE_PP0P_
max reg2reg: reset_cnt[5]$_SDFFE_PN0P_ / 4 / state[1]$_DFF_PN0_
min reg2reg: adc_cnt[7]$_SDFFE_PP0P_ / 1 / adc_cnt[7]$_SDFFE_PP0P_
max in group asynchronous: state[0]$_DFF_PN1_ / 2 / reset
min in group asynchronous: UART_Tx.state[4]$_DFF_PN0_ / 2 / reset
-- final cells by class --
cell class / count / share of cell area, %
tap: 220 / 2.89
timing repair buffer: 38 / 3.81
clock buffer: 24 / 5.06
multi-input combinational: 670 / 44.5
clock inverter: 7 / 0.933
inverter: 55 / 2.17
sequential: 177 / 40.6
-- logic make-up (layout without fill, tap and decap cells) --
| group | count (synthesis) | in the layout | share of synthesized area [%] |
|---|---|---|---|
| and+or+nand+nor | 385 | 385 | 24.2 |
| AOI/OAI and AO/OA | 177 | 177 | 13.1 |
| DFF | 177 | 177 | 45.6 |
| buffers and inverters | 98 | 124 | 4.70 |
| xor gates and xnor gates | 50 | 50 | 5.16 |
| adders and majority gates | 27 | 27 | 3.98 |
| muxes | 24 | 24 | 3.17 |
| other | 1 | 7 | 0.0442 |
Power and IR drop assume default switching activity.
